$ cat design/flow/config.mk
export PLATFORM = sky130hd
export DESIGN_NAME = counter
export DESIGN_NICKNAME = counter
export VERILOG_FILES = /design/flow/design.v
export SDC_FILE = /design/flow/constraint.sdc
export NUM_CORES = 4
export LEC_CHECK = 1
export CORE_AREA = 10 10 79 79
export DIE_AREA = 0 0 89 89
$ cat design/flow/constraint.sdc
current_design counter

set clk_period 3.1
set clk_io_pct 0.2

create_clock -name clk0 -period $clk_period [get_ports {clk50m}]

set non_clock_inputs [all_inputs -no_clocks]
set_input_delay [expr $clk_period * $clk_io_pct] -clock clk0 $non_clock_inputs
set_output_delay [expr $clk_period * $clk_io_pct] -clock clk0 [all_outputs]
$ cat design/flow/design.v
module counter 
#(
    parameter WIDTH = 8
) 
(
    input logic                 rst_n,
    input logic                 clk50m,      
    input logic                 en,          
    input logic                 up_dn_n,     
    output logic [WIDTH-1:0]    cnt
);
logic [WIDTH-1:0]               cnt_new;
always_ff @( negedge rst_n or posedge clk50m) begin
    if(!rst_n) begin
        cnt <= '0;
    end
    else begin
        cnt <= cnt_new;
    end
end
always_comb begin
    if(~en) begin
        cnt_new = cnt;
    end 
    else if (en && up_dn_n) begin
        cnt_new = cnt + 1'b1;    
    end   
    else begin
        cnt_new = cnt -1'b1;     
    end
end
endmodule
$ cat design/flow/run.sh
#!/bin/bash
# OpenROAD 26Q1-2900-gdf79404cd8, Yosys 0.63+post, stock flow scripts
make -C /OpenROAD-flow-scripts/flow DESIGN_CONFIG=/design/flow/config.mk WORK_HOME=/design/flow/orfs finish
==> results.py <==
# Physical implementation metrics
metrics = {
    "setup_path": {
        "crit_top_cell": "nand2_1",
        "crit_fanout": 7,
        "crit_slowest_cell": "clkdlybuf4s50_1",
        "r2r-end": "cnt[6]",
        "end_kind": "flop",
        "cp_cell_sequence": "clkdlybuf4s50_1, nand2_1, ha_1, nand2_1, o21bai_1, a21oi_1, o2bb2ai_1, o32ai_2",
        "worstReg2RegStart": "cnt[0]",
        "critical_path_required_ns": 3.20,
        "rr_worst_depth": 6,
        "ff2ff_setup_slack_ns": 1.22,
        "setup.worst_path.class": "input port to flop",
        "worstPathArrival_ns": 2.81,
        "max_stage_delay_ns": 0.60,
        "start_kind": "input port",
    },
    "final_layout": {
        "utilization_pct": 17.9,
        "largest_reg_flops": 8,
        "final_cell_mix": "clkdlybuf4s50_1 (11), dfrtp_1 (8), a21oi_1 (6), ha_1 (6)",
        "top_register": "cnt",
        "nFillCells": 499,
        "area_growth_pct": 36.3,
        "top_regs": "cnt: 8 flops",
        "drive_gt1_share_pct": 18.1,
        "lay_top_count": "clkdlybuf4s50_1",
        "final_cells": 126,
    },
    "global_routing": {
        "antenna_found_initial": 0,
        "grt_pass1_wl_um": 2430,
        "grt_max_degree": 10,
        "grt_pass1_vias": 541,
        "globalRoute.totalOverflow": 0,
        "grt_use_total_pct": 3.87,
    },
    "power_and_ir_drop": {
        "p_per_area_mw_per_mm2": 1080,
        "irDropWorstVdd_v": 0.000222,
        "leakagePower_nw": 0.323,
    },
    "sta": {
        "slew_headroom_pct": 74.1,
        "grt_setup_unrepaired": "false",
        "min_period_over_period_pct": 87.5,
        "finalSetupViolations": 0,
        "finalHoldViolations": 0,
        "holdWs_ns": 0.504,
        "setup_slack_ns": 0.389,
        "tightestPinTransition_ns": 0.388,
        "slew_viol_final": 0,
        "tns_ns": 0,
        "skew_ns": 0.000761,
        "finalCriticalPeriod_ns": 2.71,
        "max_freq_ghz": 0.369,
    },
    "cts": {
        "cts_tree": "yes",
        "ctsResizeCount": 0,
        "postCtsSetupBuffers": 0,
        "cts_hold_buf": 0,
        "cts-root-buf": "clkbuf_8",
        "cts_made_buffers": 3,
        "cts-htree-levels": 1,
        "clk_pin_slew_worst_paths_ns": 0.04,
        "cts_buffer_depth": 2,
        "clk_latency_ns": 0.22,
        "cts.sinks": 8,
    },
    "placement": {
        "place_hpwl_um": 1130,
        "place_ws_ns": 0.186,
        "placed_cells": 123,
        "portBuffers": 11,
        "gpl.final_weighted_congestion": 0.903,
    },
    "hold_path": {
        "whs_path_depth": 1,
        "whs_endpoint": "cnt[7]",
        "hp-start": "cnt[7]",
        "hold_class": "flop to flop",
    },
    "route": {
        "drtPass1Iterations": 4,
        "vias_per_cell": 3.96,
        "vias": 499,
        "ant_nets": 0,
        "drt_iter0_drc": 56,
        "postRouteWirelength_um": 1410,
        "drcViolationCount": 0,
        "routedWlPerCell_um": 11.2,
        "diodes": 0,
    },
    "yosys": {
        "yosys_cells": 58,
        "yosys_warnings": 1,
        "numSynthFlops": 8,
        "ys.flop_type": "dfrtp_1",
        "synth.distinct_cells": 26,
        "syn-cell-area_um2": 613,
        "ys_async_sr_fraction_pct": 100,
        "synth_seq_share_pct": 32.7,
        "syn_area_per_cell_um2": 10.6,
        "synth-edff-count": 0,
        "postSynthCellCount": 58,
        "yosys_area_um2": 613,
    },
    "floorplan": {
        "rows": 25,
        "ios": 12,
        "coreArea_mm2": 0.00466,
        "initCoreUtil_pct": 13.2,
        "die_area_mm2": 0.00792,
        "die_h_um": 89,
        "chipWidth_um": 89,
    },
    "job": {
        "drv_cap": 0,
        "log.warning_count": 25,
    },
    "run_status": {
        "status": "finished clean",
    },
}
## metal layers
metal / part of all wire (%) / track usage, % / vias to the layer above / wire, µm
met5: 0 / 0 / - / 0
met4: 0 / 0.289 / 0 / 0
met3: 10 / 2.30 / 0 / 147
met2: 48 / 6.72 / 10 / 670
met1: 42 / 4.14 / 244 / 588
li1: - / - / 245 / -
## final cells by class
| class | count | area, µm² | share of cell area, % |
|---|---|---|---|
| timing repair buffer | 12 | 118 | 14.1 |
| clock buffer | 3 | 41.3 | 4.94 |
| tap | 54 | 67.6 | 8.08 |
| multi-input combinational | 47 | 402 | 48.1 |
| inverter | 2 | 7.51 | 0.898 |
| sequential | 8 | 200 | 24.0 |
## through the flow
stage | area [µm²] | power (mW)
finish | 836 | 0.901
global route | 836 | 1.00
CTS | 836 | 0.913
detailed placement | 795 | 0.781
global placement | 795 | 0.766
floorplan | 613 | 0.594
## worst max path at each step
| stage | start | endpoint | slack (ns) | depth (start not counted) |
|---|---|---|---|---|
| after CTS | up_dn_n | cnt[7] | 0.42 | 8 |
| after global routing | up_dn_n | cnt[7] | 0.15 | 8 |
| final | up_dn_n | cnt[7] | 0.39 | 8 |
## logic make-up (layout without fill, tap and decap cells)
group,after synthesis,count (layout),synth area share [%]
compound gates,20,20,26.3
simple gates,10,10,7.75
flops,8,8,32.7
fa+ha+maj,7,7,15.5
xor+xnor,6,6,8.57
mux,4,4,7.35
buf+inv,3,17,1.84
## worst max-delay path: cells and delay by family
kind / cells / cell delay [ns]
AOI/OAI and AO/OA: 4 / 0.73
buffers and inverters: 1 / 0.60
adders and majority gates: 1 / 0.51
and+or+nand+nor: 2 / 0.34
## synthesized netlist by cell type, types with 2 or more instances
| cell | n | share of area, % |
|---|---|---|
| dfrtp_1 | 8 | 33 |
| a21oi_1 | 6 | 4.9 |
| ha_1 | 6 | 12 |
| mux2_2 | 4 | 7.3 |
| xnor2_1 | 4 | 5.7 |
| nand2_1 | 3 | 1.8 |
| nor3_1 | 3 | 2.4 |
| o21bai_1 | 3 | 3.7 |
| inv_1 | 2 | 1.2 |
| o21ai_0 | 2 | 1.6 |
| xor2_1 | 2 | 2.9 |
## power breakdown
part           leakage [nW]  total (mW)  switching, mW  internal, mW
Clock                0.0216       0.121         0.0369        0.0837
Sequential           0.0936       0.218         0.0565         0.161
Combinational         0.208       0.563          0.244         0.319
Power is estimated from default activity; no workload was simulated.
