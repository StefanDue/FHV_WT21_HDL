## run.sh

```bash
#!/bin/bash
# OpenROAD 26Q1-2900-gdf79404cd8, Yosys 0.63+post, stock flow scripts
make -C /OpenROAD-flow-scripts/flow DESIGN_CONFIG=/design/flow/config.mk WORK_HOME=/design/flow/orfs finish
```

## design.v

```verilog
module uart_tx
    #(
        parameter FCLK = 50000000,
        parameter BAUD = 115200
    )
    (
        input  logic            rst_n_i,
        input  logic            clk_i,
        input  logic [7:0]      data_i,
        input  logic            tx_start_i,
        output logic            tx_o,
        output logic            idle_o
    );
    localparam WIDTHCNT_INIT    = ((FCLK / BAUD) -1);
    localparam WIDTHCNT_WIDTH   = $clog2(WIDTHCNT_INIT);
    logic                       widthcnt_zero;
    logic [WIDTHCNT_WIDTH-1:0]  widthcnt;
    logic                       widthcnt_load;
    logic [2:0]                 bitcnt;
    logic                       bitcnt_inc;
    logic                       bitcnt_init;
    enum logic [1:0] {IDLE, START, DATA, STOP}      state, state_next;
    always_ff @(negedge rst_n_i or posedge clk_i) begin : fsm_seq
        if(!rst_n_i) begin
            state <= IDLE;
        end
        else begin
            state <= state_next;
        end
    end
    always_comb begin : fsm_comb
        state_next      = state;
        tx_o            = 1'b1;
        idle_o          = 1'b0;
        widthcnt_load   = 1'b0;
        bitcnt_init     = 1'b0;
        bitcnt_inc      = 1'b0;
        case(state)
            IDLE: begin
                idle_o = 1'b1;
                if(tx_start_i) begin
                    state_next = START;
                    widthcnt_load = 1'b1;
                end
            end
            START: begin
                tx_o = 1'b0;
                if(widthcnt_zero) begin
                    state_next = DATA;
                    widthcnt_load   = 1'b1;
                    bitcnt_init     = 1'b1;
                end
            end
            DATA: begin
                tx_o = data_i[bitcnt];
                if((widthcnt_zero) && (bitcnt < 3'd7)) begin
                    state_next = DATA;
                    widthcnt_load   = 1'b1;
                    bitcnt_inc      = 1'b1;
                end
                else if((widthcnt_zero) && (bitcnt >= 3'd7)) begin
                    state_next = STOP;
                    widthcnt_load    = 1'b1;
                end
            end
            STOP: begin
                if(widthcnt_zero) begin
                    state_next = IDLE;
                end
            end
            default: begin
                state_next = IDLE;
            end
        endcase
    end
    always_ff @(negedge rst_n_i or posedge clk_i) begin : widthcnt_counter
        if(~rst_n_i) begin
            widthcnt <= '0;
        end
        else if(widthcnt_load) begin
            widthcnt <= WIDTHCNT_INIT;
        end
        else if(~widthcnt_zero) begin
            widthcnt <= widthcnt - 1'b1;
        end
    end
    assign widthcnt_zero = (widthcnt == '0);
    always_ff @(negedge rst_n_i or posedge clk_i) begin : bitcnt_counter
        if(~rst_n_i) begin
            bitcnt <= '0;
        end
        else if(bitcnt_init) begin
            bitcnt <= '0;
        end
        else if(bitcnt_inc) begin
            bitcnt <= bitcnt + 1'b1;
        end
    end
endmodule
```

## constraint.sdc

```tcl
current_design uart_tx

set clk_period 4.9
set clk_io_pct 0.2

create_clock -name clk0 -period $clk_period [get_ports {clk_i}]

set non_clock_inputs [all_inputs -no_clocks]
set_input_delay [expr $clk_period * $clk_io_pct] -clock clk0 $non_clock_inputs
set_output_delay [expr $clk_period * $clk_io_pct] -clock clk0 [all_outputs]
```

## config.mk

```make
export PLATFORM = sky130hd
export DESIGN_NAME = uart_tx
export DESIGN_NICKNAME = uart_tx
export VERILOG_FILES = /design/flow/design.v
export SDC_FILE = /design/flow/constraint.sdc
export NUM_CORES = 4
export LEC_CHECK = 1
export CORE_AREA = 10 10 78 78
export DIE_AREA = 0 0 88 88
```

==> run summary <==
fresh numbers from the pnr run: outcome completed, most common cell in the netlist dfrtp_1, row count 24, asr flop ratio synth 100.0%, total CTS buffers 3, io pins 13, Synthesized registers 16, YS warnings 1, worst setup margin 1438 ps, crit path launch data_i[7], H-tree levels 1, Static Leakage 0.4178 nW, Worst path max stage delay 460 ps, layout cells sized above 1 8.333%, Routed Antenna Nets 0, placed cells 156, unrepaired setup endpoints after global routing no, crit path DAT 2480 ps, critical path capture point type primary output, worst min path class flop to flop, antenna violations before repair 0, post-layout min period 3462 ps, setup TNS 0 ps, XOR-XNOR Cells, Area Fraction 3.900%, Compound Share, Synth 15.60%, startpoint type of the worst setup path input pin, adder share 2.786%, Routed WL 1905 um, vias in the first global route 719, Largest cells by area dfrtp_1, mux4_2, nand2_1, clk buf depth 2, clock latency (worst-skew pair) 240 ps, Worst Path Max Fanout 1, Vias/cell 4.650, count of tool warnings 25, largest delay contributor family on the critical path buffers and inverters, Critical Path RT 3920 ps, # DRC 0, synthesized chip area reported by yosys 898.4 um^2, wire per inst 11.91 um, Synth Instances 95, die area 7744 um^2, Port Buffers 12, register area share after synthesis 44.71%, CTS tree done, largest net degree at the start of global routing 17, Area Growth Syn to Fin 25.35%, via count 744, post-synth cell types 35, CP max stage cell mux4_2, Min-Delay Startpoint state[0], Reg clk slew, reported paths 60 ps, # fillers 444, Slew @ Worst Pin 867.1 ps, die height 88 um, WP buf/inv 2, CTS Sinks 16, gpl congestion 0.7967, critical-path cell list clkdlybuf4s50_1 > mux4_2 > mux2i_1 > o21ai_0 > clkdlybuf4s50_1, Max Freq 288.8 MHz, GRT overflow 0, worst setup path class input pin to primary output, Avg Inst Size Synth 9.456 um^2, Primary FF master, synth dfrtp_1, mapped cell area 898.4 um^2, Top logic family simple AND/OR/NAND/NOR gates, Total GRT Usage 4.950%, count of cells resized by post-cts repair 0, Final Setup Violations 0, post-synth top area cell dfrtp_1, MaxCap Viol Count 0, Final Max Tran Viols 0, HPWL after DPL 1448 um, Non-Filler Instances 160, DRT Pass-1 Iters 4, Clk Tree Root Cell clkbuf_8, and+or+nand+nor area frac 23.82%, skew final 1.246 ps, pwr/cell area 355.8 nW/um^2, CTS hold repair buffers 0, maximum vdd drop 0.08709 mV, # Post-CTS Setup Buffers 0, Initial Util 20.35%, MUX area fraction 6.128%, Diodes inserted 0, Core Box Area 4414 um^2, dpl ws 1420 ps, top cells by count dfrtp_1, nand2_1, nor2_1, Die W 88 um, number of enable flip-flop cells 0, global-route wire length before repair 3215 um, final period utilization 70.65%, yosys cell count 95, Slew headroom 41.66%, final count of hold timing violations 0, minimum hold slack 497.1 ps, initial DRC count 39, most frequent CP cell clkdlybuf4s50_1, post-synth top area share 41.78%, RR Startpoint widthcnt[0]
per-stage QoR:
step                      util [%]  power [mW]  instance area (um^2)
after floorplan                  -      0.2582                 898.4
after global placement       24.26      0.2837                  1071
after detailed placement     24.26      0.2879                  1071
after CTS                    25.51      0.4056                  1126
after global routing         25.51      0.4275                  1126
final                        25.51      0.4006                  1126
tightest hold or removal path, cell delays in order (launching register included):
cell	delay (ps)
dfstp_2	370
inv_1	50
o21ai_0	70
registers in the layout (all words and copies together), names as in the netlist:
signal,cells
widthcnt,9
state,4
bitcnt,3
layer usage:
metal,track usage (%),vias to the layer above,part of all wire [%]
li1,-,378,-
met4,0.7246,0,0.42
met1,6.775,355,48
met5,0,-,0
met2,7.804,9,48
met3,1.403,2,3.8
layout by cell type (no fill, tap or decap), types with 3 or more instances in the layout:
cell type	instances
clkbuf_8	4
o21ai_0	7
dfrtp_1	15
xnor2_1	3
clkdlybuf4s50_1	12
nor2_1	9
nor3_1	4
nand3_1	3
a21oi_1	4
inv_1	4
nand2_1	11
a31oi_1	4
power breakdown:
part | switching, mW | internal [mW] | total [mW]
clock network | 0.0432 | 0.0712 | 0.114
registers | 0.0358 | 0.159 | 0.195
logic | 0.0416 | 0.0500 | 0.0916
total | 0.121 | 0.280 | 0.401
final timing paths:
path | cells after the start | slack (ps) | endpoint
worst max-delay path | 5 | 1440 | tx_o
max in group asynchronous | 1 | 3310 | bitcnt[2]
worst max register to register | 6 | 2790 | state[1]
worst min-delay path | 2 | 500 | state[0]
min in group asynchronous | 1 | 1150 | widthcnt[8]
worst min register to register | 2 | 500 | state[0]
cell families (layout without fill, tap and decap cells):
group           after synthesis  in the layout
compound gates               22             22
flops                        16             16
buf+inv                       7             20
simple gates                 41             41
xor+xnor                      4              4
fa+ha+maj                     2              2
mux                           3              3
area by class of cell:
| type | instances | area (um^2) | area share, % |
|---|---|---|---|
| Sequential cell | 16 | 401.6 | 35.67 |
| Tap cell | 52 | 65.06 | 5.778 |
| Clock buffer | 4 | 55.05 | 4.889 |
| Inverter | 4 | 15.01 | 1.333 |
| Multi-Input combinational cell | 72 | 469.2 | 41.67 |
| Timing Repair Buffer | 12 | 120.1 | 10.67 |
Power and IR drop assume default switching activity.
